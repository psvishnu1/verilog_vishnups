===== flow/run.sh =====
#!/bin/bash
# OpenROAD 26Q1-2900-gdf79404cd8, Yosys 0.63+post, stock flow scripts
make -C /OpenROAD-flow-scripts/flow DESIGN_CONFIG=/design/flow/config.mk WORK_HOME=/design/flow/orfs finish

===== flow/config.mk =====
export PLATFORM = sky130hd
export DESIGN_NAME = square_accr_top
export DESIGN_NICKNAME = square_accr_top
export VERILOG_FILES = /design/flow/design.v
export SDC_FILE = /design/flow/constraint.sdc
export NUM_CORES = 4
export LEC_CHECK = 1
export CORE_AREA = 10 10 95 95
export DIE_AREA = 0 0 105 105

===== flow/constraint.sdc =====
current_design square_accr_top

set clk_period 3.0
set clk_io_pct 0.2

create_clock -name clk0 -period $clk_period [get_ports {clk}]

set non_clock_inputs [all_inputs -no_clocks]
set_input_delay [expr $clk_period * $clk_io_pct] -clock clk0 $non_clock_inputs
set_output_delay [expr $clk_period * $clk_io_pct] -clock clk0 [all_outputs]

===== flow/design.v =====
module square_accr_top(
  input [3:0] N,
  input clk,reset,N_valid,
  output [7:0] sum,
  output sum_valid
);
  wire j_eq_i, i_eq_0, i_mux_sel,acc_mux_sel,i_en,j_mux_sel;
  datapath d1(.N(N),
              .clk(clk),
              .i_mux_sel(i_mux_sel),
              .j_mux_sel(j_mux_sel),
              .acc_mux_sel(acc_mux_sel),
              .i_en(i_en),
              .sum(sum),
              .i_eq_0(i_eq_0),
              .j_eq_i(j_eq_i));
  controlpath c1(.N_valid(N_valid),
                 .clk(clk),
                 .reset(reset),
                 .i_eq_0(i_eq_0),
                 .j_eq_i(j_eq_i),
                 .sum_valid(sum_valid),
                 .i_mux_sel(i_mux_sel),
                 .j_mux_sel(j_mux_sel),
                 .acc_mux_sel(acc_mux_sel),
                 .i_en(i_en));
endmodule
module datapath(
  input [3:0] N,
  input clk, i_mux_sel, acc_mux_sel,i_en,j_mux_sel,
  output [7:0] sum,
  output i_eq_0, j_eq_i
);
  wire [7:0] add_out, acc_mux_out;
  wire [3:0] i_mux_out, j_mux_out;
  reg [3:0] i,j;
  reg [7:0] i_acc;
  assign i_mux_out = i_mux_sel ? i - 1 : N;
  assign acc_mux_out = acc_mux_sel ? add_out : 0;
  assign j_mux_out = j_mux_sel ? j + 1 : 1;
  assign i_eq_0 = ( i == 4'b0000 );
  assign j_eq_i = ( j == i );
  assign add_out = i + i_acc;
  always @(posedge clk)
    begin
      i_acc <= acc_mux_out;
      j <= j_mux_out;
      if (i_en)
        i <= i_mux_out;
    end
  assign sum = i_eq_0 ? i_acc : 0;
endmodule
module controlpath(
  input N_valid,clk,reset,i_eq_0,j_eq_i,
  output reg sum_valid,i_mux_sel,acc_mux_sel,i_en,j_mux_sel
);
  parameter idle = 2'b00;
  parameter accumulation = 2'b01;
  parameter done = 2'b10;
  reg [1:0] state = 2'b00;
  reg [1:0] nextstate;
  always @(*)
    begin
      case (state)
        idle:
          if (N_valid)
            nextstate = accumulation; 
        accumulation:
          if (i_eq_0)
            nextstate = done;
        done:
          nextstate = idle;
        default:
          nextstate = idle;
       endcase
    end
  always @(*)
    begin
      case (state)
          idle:
            begin   
              acc_mux_sel = 0;
              j_mux_sel = 0;
              i_en = 1;            
              if (N_valid)
              begin
                i_mux_sel = 0;
              end
            end
          accumulation:
            begin
              i_en = 0;
              j_mux_sel = 1;
              acc_mux_sel = 1;
              if (j_eq_i)
                begin
                i_en = 1;
                i_mux_sel = 1;
                j_mux_sel = 0;
                end      
            end
      endcase
    end
  always @(posedge clk or posedge reset)
    begin
      if (reset)
        state <= idle;
      else
        state <= nextstate;
    end
  assign sum_valid = (state == done);
endmodule

==> reports/metrics.csv <==
metric,value,unit
Worst-path clk slew,0.07,ns
# Cells Yosys,113,
Die Span Y,105,µm
register pins left without a clock,6,
met1 Use GR,0.0577,
crit path time final,2.57,ns
Final Hold Fails,0,
Ports,16,
final setup vio count,0,
critical path's top delay family,buffers and inverters,
routed via count,800,
CTS Hold Buffers Added,0,
Worst EP required,2.40,ns
WP data arrival,1.97,ns
register share of total power,0.533,
clock share of power,0.410,
Peak Freq,390,MHz
Synth Instances,113,
CP max stage delay,0.48,ns
vias per cell,3.52,
pre-CTS WS,0.701,ns
main flop type after synthesis,dfxtp_1,
post-synth top area cell,dfxtp_1,
final core utilization,0.205,
HPWL Detailed,1730,µm
H-tree Lvls,1,
gr usage total,0.0398,
Routed Antenna Nets,0,
Setup CP Type,register to primary output,
VDD IR-drop max,0.157,mV
Latency at later pin,0.25,ns
Gate power share,0.057,
clock buffer depth,2,
Post-synth EDFFs,4,
crit start category,register,
Area Overhead vs Synth,29.8,%
RSZ-0062 raised after global routing,no,
routability cong.,0.755,
Antenna Diode Count,0,
die x size,105,µm
endpoints left unconstrained,12,
status,"finished, final reports clean",
number of synthesized register bits,24,
worst rel slew slack,0.620,
met3 usage,0.0118,
CTS tree,yes,
internal power,0.385,mW
Resize count post-CTS,0,
ratio of cells with drive above 1 in the final layout,0.0534,
Final WS setup,0.434,ns
post-synthesis chip area from yosys,1090,µm²
Pwr Density,340,nW/µm²
largest net degree at the start of global routing,12,
busiest layer in global routing,met1,
vias in the first global route,784,
Top cells by area,"dfxtp_1, edfxtp_1, dlxtn_1, and2_1, ha_1",
count of cell types in the netlist,33,
global routing usage on met2,0.0574,
Hold Crit Class,register to register,
core area,6910,µm²
setup_tns,0,ns
crit share post-route,0.855,
switching share of power,0.201,
1st-pass router iterations,5,
Least-Margin Pin Slew,0.564,ns
initial drt markers,17,
Mean Syn Cell Area,9.66,µm²
Congestion Overflow GR,0,
"Slew Viols, Final",0,
Setup Skew,0.00324,ns
initial antenna violation count,0,
DRC errors left,0,
Syn. warnings,3,
CP endpoint kind,primary output,
WL/cell,9.52,µm
critical-path cell list,"inv_1, ha_1, nor3b_1, buf_4, and2_1, clkdlybuf4s50_1",
largest fanout on the critical path,9,
max-cap viol count,0,
Async SR Flop Fraction,0.0833,
DRT Wirelength,2160,µm
P_leak,0.546,nW
number of buffers added for setup after CTS,0,
slowest CP cell,edfxtp_1,
P_sw,0.0967,mW
Yosys top cell area share,0.220,
number of CTS-inserted buffers,3,
Fin Hold WS,0.443,ns
row count,30,
Buf/Inv on CP,3,
first-pass GRT wire length,3750,µm
Die ar.,11000,µm²
Netlist Area Pre-Place,1090,µm²
tool warning count,25,
port bufs,15,
Floorplan Utilization,0.158,
root buffer cell,clkbuf_8,
routing by layer:
metal | share of wire | vias to the layer above | routed length [µm]
li1 | - | 427 | -
met1 | 0.54 | 357 | 1160
met2 | 0.40 | 14 | 862
met3 | 0.045 | 2 | 97
met4 | 0.019 | 0 | 42
met5 | 0 | - | 0
placed cells by master (no fill, tap or decap):
| cell type | instances |
|---|---|
| a211oi_1 | 2 |
| a21o_1 | 1 |
| a21oi_1 | 7 |
| a22oi_1 | 1 |
| and2_1 | 13 |
| buf_4 | 1 |
| clkbuf_8 | 4 |
| clkdlybuf4s50_1 | 15 |
| dfrtp_1 | 2 |
| dfxtp_1 | 12 |
| dlxtn_1 | 6 |
| edfxtp_1 | 4 |
| fa_1 | 1 |
| ha_1 | 6 |
| inv_1 | 7 |
| inv_2 | 1 |
| mux2_2 | 1 |
| mux2i_1 | 3 |
| nand2_1 | 4 |
| nand2b_1 | 5 |
| nand3_1 | 4 |
| nand4b_1 | 1 |
| nor2_1 | 6 |
| nor2b_1 | 1 |
| nor3_1 | 1 |
| nor3b_1 | 1 |
| nor4_1 | 2 |
| o2111ai_1 | 1 |
| o211ai_1 | 1 |
| o21ai_0 | 4 |
| o22ai_1 | 1 |
| or3_1 | 2 |
| or4_1 | 1 |
| xnor2_1 | 4 |
| xor2_1 | 5 |
registers in the layout (all words and copies together) (netlist names), 2 cells and up:
signal,count
d1.i_acc,8
d1.i,4
d1.j,4
c1.nextstate,2
c1.state,2
area by class of cell:
cell class	count	area, µm²
fill	775	5490
multi-input combinational	79	553
sequential	24	500
timing repair buffer	16	158
tap	96	120
clock buffer	4	55.1
inverter	8	30.0
final timing paths:
check,start,end,slack (ns),cells past startpoint
worst min register to register,d1.j[0],d1.j[0],0.44,1
min in group asynchronous,reset,c1.state[0],0.51,2
worst min-delay path,d1.j[0],d1.j[0],0.44,1
worst max-delay path,d1.i[1],sum[6],0.43,6
max in group asynchronous,reset,c1.state[1],2.38,2
worst max register to register,d1.i[0],d1.i_acc[6],1.26,5
through the flow:
| step | std cells | cell area (µm²) | total power [mW] |
|---|---|---|---|
| floorplan | 113 | 1090 | 0.276 |
| detailed placement | 223 | 1360 | 0.290 |
| global placement | 223 | 1360 | 0.290 |
| global route | 227 | 1420 | 0.506 |
| CTS | 227 | 1420 | 0.490 |
| finish | 227 | 1420 | 0.481 |
cell usage after synthesis (2+ instances only):
cell type and n:
edfxtp_1 4, ha_1 6, dlxtn_1 6, clkbuf_1 2
a21oi_1 7, xor2_1 5, nor2_1 6, or3_1 2
inv_1 7, nand2_1 4, a211oi_1 2, xnor2_1 4
nand3_1 4, dfxtp_1 12, dfrtp_1 2, mux2i_1 3
and2_1 13, nor4_1 2, o21ai_0 4, nand2b_1 5
power by group through the flow:
stage                 registers [mW]  logic, mW  clock network (mW)
after CTS                      0.256     0.0281               0.206
final                          0.257     0.0276               0.197
after global routing           0.257     0.0322               0.216
logic make-up (layout without fill, tap and decap cells):
| family | count (synthesis) | count (layout) | share of synthesized area |
|---|---|---|---|
| xor+xnor | 9 | 9 | 0.0722 |
| simple gates | 41 | 41 | 0.211 |
| buf+inv | 10 | 28 | 0.0344 |
| compound gates | 18 | 18 | 0.0986 |
| latches | 6 | 6 | 0.0826 |
| mux | 4 | 4 | 0.0378 |
| fa+ha+maj | 7 | 7 | 0.0872 |
| flops | 18 | 18 | 0.376 |
Power is estimated from default activity; no workload was simulated.
