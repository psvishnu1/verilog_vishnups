### ./config.mk
export PLATFORM = sky130hd
export DESIGN_NAME = gcd_top
export DESIGN_NICKNAME = gcd_top
export VERILOG_FILES = /design/flow/design.v
export SDC_FILE = /design/flow/constraint.sdc
export NUM_CORES = 4
export LEC_CHECK = 1
export CORE_AREA = 10 10 88 88
export DIE_AREA = 0 0 98 98
### ./constraint.sdc
current_design gcd_top

set clk_period 2.4
set clk_io_pct 0.2

create_clock -name clk0 -period $clk_period [get_ports {clk}]

set non_clock_inputs [all_inputs -no_clocks]
set_input_delay [expr $clk_period * $clk_io_pct] -clock clk0 $non_clock_inputs
set_output_delay [expr $clk_period * $clk_io_pct] -clock clk0 [all_outputs]
### ./design.v
module gcd_top(
    input [5:0] A_in,B_in,
    input clk,reset,op_valid,ack,
    output gcd_valid,
    output [5:0] gcd
);
wire [1:0] A_mux_sel;
wire B_mux_sel,A_en,B_en,A_lt_B,b_eq_0;
gcd_datapath D1(.A_in(A_in), .B_in(B_in), .clk(clk), .A_en(A_en), .B_en(B_en), .A_mux_sel(A_mux_sel), .B_mux_sel(B_mux_sel), .gcd(gcd), .A_lt_B(A_lt_B), .b_eq_0(b_eq_0));
gcd_controlpath C1(.clk(clk), .reset(reset), .ack(ack), .b_eq_0(b_eq_0), .A_lt_B(A_lt_B), .op_valid(op_valid), .A_mux_sel(A_mux_sel), .B_mux_sel(B_mux_sel), .gcd_valid(gcd_valid), .A_en(A_en), .B_en(B_en));
endmodule
module gcd_datapath(
        input [5:0] A_in,B_in,
        input clk,A_en,B_en,
        input [1:0] A_mux_sel,
        input B_mux_sel,
        output [5:0] gcd,
        output A_lt_B,b_eq_0
);
wire [5:0] A_mux_out,B_mux_out,sub_out;
reg [5:0] A,B;
assign A_mux_out = A_mux_sel[1] ? B : A_mux_sel[0] ? sub_out : A_in;
assign B_mux_out = B_mux_sel ? A : B_in;
assign sub_out = A - B;
assign b_eq_0 = ( B == 5'b0);
assign A_lt_B = ( A < B ); 
assign gcd = b_eq_0 ? A : 0;
always @(posedge clk)
begin
if (A_en)
A <= A_mux_out;
if (B_en)
B <= B_mux_out;
end
endmodule
module gcd_controlpath(
            input clk,reset,ack,b_eq_0,A_lt_B,op_valid,
            output reg [1:0] A_mux_sel,
            output reg B_mux_sel, A_en, B_en,
            output gcd_valid
);
parameter IDLE = 2'b00;
parameter BUSY = 2'b01;
parameter DONE = 2'b10;
reg [1:0] state = 2'b0;
reg [1:0] next_state;
always @(*)
begin
case (state)
IDLE:
begin
A_mux_sel = 2'b00;
B_mux_sel = 1'b0;
A_en = 1'b1;
B_en = 1'b1;
if (op_valid)
  next_state = BUSY;
end
BUSY:
begin
if(b_eq_0)
next_state = DONE ;
if(A_lt_B)
begin
A_mux_sel = 2'b10;
B_mux_sel = 1'b1;
A_en = 1'b1;
B_en = 1'b1;
end
else
begin
A_mux_sel = 2'b01;
A_en = 1'b1;
B_en = 1'b0;
end
end
DONE:
begin
A_en = 1'b0;
B_en = 1'b0;
if(ack)
next_state = IDLE;
end
default:
next_state = IDLE;
endcase
end
always @(posedge clk or posedge reset)
begin
if (reset)
state <= IDLE;
else
state <= next_state;
end
assign gcd_valid = (state[1]);
endmodule
### ./run.sh
#!/bin/bash
# OpenROAD 26Q1-2900-gdf79404cd8, Yosys 0.63+post, stock flow scripts
make -C /OpenROAD-flow-scripts/flow DESIGN_CONFIG=/design/flow/config.mk WORK_HOME=/design/flow/orfs finish
==> Changelog: implementation <==
## Implementation

* Aoi share at 12.2%
* Max VDD drop at 240 uV
* Commonest Layout Cell: clkdlybuf4s50_1
* CP peak stage delay at 0.57 ns
* Core Region at slightly below 0.006 sq mm
* Avg Inst Size Synth at 10.6 sq um
* Worst Path Buf+Inv at 2
* Capture point of the worst path: gcd[4]
* Reg2reg setup slack at 0.40 ns
* Final min period at ~2.3 ns
* Number of logged tool warnings at 26
* Num CTS Buffers at 3
* Routed len/inst at 11.6 microns
* Xor/xnor share at 2.42%
* Die Y at 98 microns
* MUX area fraction at 10.0%
* Most numerous logic cells after layout: clkdlybuf4s50_1 (16), edfxtp_1 (12), inv_1 (11)
* Max-slew violation count at 0
* Cts hold-fix bufs at 0
* Fmax at 0.428 GHz
* R2r startpoint: D1.A[0]
* Register-to-Register Path Depth at 8
* Row count at 28
* Die Area at slightly below 0.01 sq mm
* WL final at 2370 microns
* Netlist cell types at 31
* Simple-Gate Area Share at around 14%
* CP Launch Type: flop
* Wire length of the first global-routing pass at between 3000 and 4000 microns
* Die width at 98 microns
* Ys Warns at 2
* Final setup violation count at 0
* Worst Hold Class: in -> async
* CTS tree: yes
* Vias in the first global route at 779
* Comb area leader: simple AND/OR/NAND/NOR gates
* Crit Path Max Fanout at 3
* Req. time, crit path at 1.92 ns
* Starting DRC count in detailed routing at 17
* Antenna Nets Post-Route at 0
* Cells after Synth at 102
* Worst-Margin Slew at 0.438 ns
* Vias per cell at approximately 3.9
* Crit. End Element: output pin
* Fin area at between 0.001 and 0.0015 sq mm
* FP Core Util at ~18%
* Setup Crit Path Kind: reg -> out
* Grt ovf at 0
* DP Area at around 0.0014 sq mm
* CP Cell Sequence: or4_4 -> nor3_4 -> buf_4 -> and2_1 -> clkdlybuf4s15_1
* Port Buffers at 22
* DP HPWL at between 1500 and 2000 microns
* Setup TNS Final at 0 ns
* Slew headroom at 70.8%
* Area Overhead vs Synth at 36.3%
* Pin count of the biggest net entering global routing at 14
* Lkg Pwr at 0.000603 uW
* Pwr per Cell Area at 334 mW/mm^2
* Worst Skew at 0.00612 ns
* CP arrival at 1.86 ns
* Adder Share, Synth at under 10%
* Synth flops at 21
* Yosys stat area at about 0.0011 sq mm
* Critical path's slowest cell: or4_4
* H-tree Lvls at 1
* Root Driver: clkbuf_8
* DRC at 0
* Yosys cell count at a little over 100
* Clk ins delay skew pair at 0.24 ns
* GR Util All Layers at 4.90%
* Cell count along the critical path at 5
* GP Congestion at 0.798
* Number of register pins that no clock reaches at 7
* CTS Buffer Depth at 2
* I/O pin count at 23
* Endpoints left unconstrained at 21
* Status: complete, no violations
* Initial antenna violation count at 0
* Final period util at between 90% and 100%
* CP delay by family, top: simple AND/OR/NAND/NOR gates
* RSZ-0062 raised after global routing: true
* Crit path launch: D1.B[2]
* Antenna Diode Count at 0
* Crit Reg-Reg Endpoint: D1.A[4]
* Final hold violations at 0
* Max Cap Viol at 0
* Clock-pin slew on the worst setup and hold paths at approximately 0.060 ns
* Synth Cell Area at 0.00108 sq mm
* Via count at 791
* Layout cell share with drive strength beyond 1 at 16.9%
* 1st-pass router iterations at 4
==> state kept, by name (all words and copies together), names as in the netlist <==
name,count
C1.next_state,2
C1.A_mux_sel,2
C1.state,2
D1.B,6
C1.A_en,1
C1.B_en,1
D1.A,6
C1.B_mux_sel,1
==> power breakdown <==
part / switching (uW) / total [uW] / internal, uW
logic: 8.70 / 37.2 / 28.5
registers: 0 / 265 / 265
clock network: 79.1 / 192 / 113
total: 87.8 / 495 / 407
==> Yosys cell counts, drive strengths merged <==
cell / count / area [sq um]
o31a: 1 / 8.76
o21bai: 1 / 7.51
xnor2: 2 / 17.5
dlxtn: 7 / 105
nand2: 5 / 18.8
clkbuf: 4 / 15.0
nor3: 1 / 16.3
o22ai: 2 / 12.5
nor4: 1 / 6.26
or2: 1 / 6.26
mux2: 7 / 78.8
mux2i: 3 / 30.0
xor2: 1 / 8.76
o21a: 1 / 7.51
a21oi: 3 / 18.8
a21o: 3 / 22.5
nor3b: 1 / 7.51
and2: 7 / 43.8
a22oi: 1 / 7.51
fa: 1 / 20.0
edfxtp: 12 / 360
nand2b: 3 / 18.8
nor2: 4 / 15.0
or4: 1 / 11.3
inv: 11 / 41.3
ha: 6 / 75.1
dfrtp: 2 / 50.1
nor2b: 1 / 6.26
a21boi: 1 / 7.51
o21ai: 8 / 40.0
==> worst min-delay path by stage <==
| stage | start | endpoint | cells past startpoint |
|---|---|---|---|
| CTS | reset | C1.state[1] | 2 |
| global route | reset | C1.state[1] | 2 |
| finish | reset | C1.state[1] | 2 |
==> routing by layer <==
metal	global-route usage [%]	part of all wire, %
met5	0	0
met4	1.01	1.8
met3	1.35	4.1
met2	7.92	50
met1	6.43	44
==> stage by stage <==
stage	setup slack, ns	power (uW)	hold slack (ns)	utilization (%)	cells
after CTS	0.0146	504	0.389	24.5	202
after detailed placement	0.0492	308	0.583	23.4	195
final	0.0615	495	0.393	25.0	205
after floorplan	0.602	281	0.221	-	102
after global routing	-0.0192	514	0.412	25.0	205
after global placement	0.0569	308	0.573	23.4	195
==> cells by family (layout without fill, tap and decap cells) <==
group,count (synthesis),in the layout
simple gates,25,25
compound gates,21,21
buf+inv,15,43
flops,14,14
mux,10,10
fa+ha+maj,7,7
latches,7,7
xor+xnor,3,3
==> what timing repair did <==
action                                 in CTS  in global routing
endpoints found under the hold margin       0                  0
setup buffers                               3                  3
setup endpoints to repair                   6                  1
pin swaps                                   4                  2
resized                                     7                  4
==> cell type report <==
cell class              count  area (sq um)
clock buffers               3          41.3
clock inverters             1          3.75
fillers                   634          4440
inverters                  11          41.3
multi-input cells          66           522
flip-flops and latches     21           515
well taps                  75          93.8
repair buffers             28           262
Power and IR drop assume default switching activity.
