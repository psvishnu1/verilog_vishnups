## /design/flow/constraint.sdc

```tcl
current_design cordic_individual

set clk_period 11.9
set clk_io_pct 0.2

create_clock -name clk0 -period $clk_period [get_ports {clk}]

set non_clock_inputs [all_inputs -no_clocks]
set_input_delay [expr $clk_period * $clk_io_pct] -clock clk0 $non_clock_inputs
set_output_delay [expr $clk_period * $clk_io_pct] -clock clk0 [all_outputs]
```

## /design/flow/config.mk

```make
export PLATFORM = sky130hd
export DESIGN_NAME = cordic_individual
export DESIGN_NICKNAME = cordic_individual
export VERILOG_FILES = /design/flow/design.v
export SDC_FILE = /design/flow/constraint.sdc
export NUM_CORES = 4
export LEC_CHECK = 1
export CORE_UTILIZATION = 40
```

## /design/flow/run.sh

```bash
#!/bin/bash
# OpenROAD 26Q1-2900-gdf79404cd8, Yosys 0.63+post, stock flow scripts
make -C /OpenROAD-flow-scripts/flow DESIGN_CONFIG=/design/flow/config.mk WORK_HOME=/design/flow/orfs finish
```

## /design/flow/design.v

```verilog
`timescale 1ns / 1ps
module cordic_individual
  #(parameter i=0, bit_size = 16)
  (
    input signed [bit_size-1:0] XIN, YIN,
    input clk, reset,addsub_select,
    output yreg_sign,
    output signed [bit_size-1:0] XOUT,YOUT
  );
  wire signed [bit_size-1:0] x_shift, y_shift;
  reg signed [bit_size-1:0] x_add_out, y_add_out;
  reg signed [bit_size-1:0] x_reg, y_reg;
  assign x_shift = x_reg >>> i;
  assign y_shift = y_reg >>> i;
  always @(*)
  begin
          if(addsub_select)
          begin
                  x_add_out = x_reg - y_shift;  
                  y_add_out = y_reg + x_shift;
          end
          else
          begin
                  x_add_out = x_reg + y_shift; 
                  y_add_out = y_reg - x_shift;
          end
  end
  always @(posedge clk or posedge reset)
  begin
      if(reset)
      begin
            x_reg <= 0;
            y_reg <= 0;
      end
      else
      begin
            x_reg <= XIN;
            y_reg <= YIN;
      end
  end
    assign XOUT = x_add_out;
    assign YOUT = y_add_out;  
    assign yreg_sign = y_reg[bit_size-1]; 
endmodule
```

==> results_dict.tcl <==
# metrics dict for downstream scripts
set metrics [dict create \
    status "finished, final reports clean" \
    p_leak_nw 1.894 \
    cp-start-kind "input pin" \
    ys_chip_area_um2 3278 \
    hold_viol 0 \
    drive_above_1_share 0.06843 \
    postCtsHoldBufs 0 \
    cts_made_buffers 5 \
    dieHeight_um 92.53 \
    ios 68 \
    wire_per_inst_um 13.64 \
    firstDrtPassIters 4 \
    hpwl_um 5957 \
    cts_resized 0 \
    fp_util 0.4199 \
    path_cells "clkdlybuf4s50_1 > buf_4 > inv_2 > o41ai_1 > xor2_1 > clkdlybuf4s50_1" \
    final_core_util 0.5292 \
    crit_required_ps 9520 \
    vias 2837 \
    dieArea_um2 8562 \
    powerDensity_nw_per_um2 98.97 \
    ys_cells 393 \
    wl_met2_um 3313 \
    grt_pass1_vias 2708 \
    irDropWorstVdd_mv 0.06600 \
    antenna_found_initial 0 \
    m1WireLength_um 3783 \
    end_kind "output port" \
    crit_top_cell "clkdlybuf4s50_1" \
    critical_path.max_fanout 42 \
    drcViolationCount 0 \
    fp.dieW_um 92.53 \
    post-cts-setup-buffers 0 \
    cts_tree "built" \
    tns_ps 0 \
    dr_wl_met3_um 409 \
    max_freq_mhz 142.6 \
    cp_slowest_cell "clkdlybuf4s50_1" \
    finalCritPeriodShare 0.5891 \
    numSynthFlops 32 \
    top_cells_by_area "dfrtp_1 24%, ha_1 19%, xnor2_1 5.3%" \
    final_cell_mix "67 x clkdlybuf4s50_1, 49 x ha_1, 45 x inv_1, 34 x nor2_1, 32 x dfrtp_1" \
    mi_logic_area_um2 2200 \
    setup_viol 0 \
    min_period_ps 7011 \
    critical_path_class "in -> out" \
    htreeDepth 2 \
    nFillCells 749 \
    cts_buffer_depth 2 \
    port_buffers 67 \
    worst_pin_slew_ps 602.6 \
    top_area_frac 0.2443 \
    drv_slew 0 \
    drt-initial-drc-count 122 \
    routed.top_layer "met4" \
    synthCells 393 \
    clkTransAtPathRegs_ps 70 \
    cts_sinks 32 \
    layout_top_cell "clkdlybuf4s50_1" \
    grt_util_all_layers 0.1891 \
    route.antenna.remaining_nets 0 \
    slew_headroom 0.5939 \
    fin_hold_ws_ps 2477 \
    synthArstFlopShare 1.000 \
    diodes 0 \
    ys_warn_count 1 \
    crit_buf_inv 4 \
    hold_path_class "in -> async" \
    rsz0062_at_grt "no" \
    ys.flop_type "dfrtp_1" \
    avgViaCountPerCell 5.112 \
    cp_top_family "buffers and inverters" \
    grt-ovfl-total 0 \
    slowest_delay_ps 480 \
    edf_count 0 \
    grt_pass1_wl_um 12770 \
    worst-endpoint-arrival_ps 4630 \
    core.rowCount 32 \
    max-cap-violations 0 \
    grt_max_degree 43 \
    avgSynthCellArea_um2 8.341 \
    area_growth_pct 26.03 \
    yosys.stat.seqShare 0.2443 \
    core_area_um2 7807 \
    syn_area_um2 3278 \
    clockRootBuffer "clkbuf_8" \
    drt-total-wl_um 7571 \
    flop_area_um2 800.8 \
    place.gp.congestion 0.8741 \
    yosysTopAreaCell "dfrtp_1" \
    tool_warnings 59 \
    synth.distinct_cells 61 \
]
synth_stat cells (3+ instances only):
library cell and instances:
nor3_1 13, o21bai_1 4, a21oi_1 30, a21o_1 8, o21a_1 5, buf_2 6, nand2b_1 5, xor2_1 10
ha_1 49, nor2_1 34, clkbuf_1 7, nand3_1 7, nor2b_1 7, xnor2_1 20, nand2_1 16, o21ai_0 14
inv_1 45, o21ai_1 15, inv_2 6, o31ai_1 3, a211oi_1 5, dfrtp_1 32
metrics by stage:
stage / total power [mW] / setup WS [ps] / instance area [um2] / cells
2_1_floorplan: 0.2170 / 6097 / 3278 / 393
6_report: 0.4089 / 4889 / 4131 / 555
3_5_place_dp: 0.2948 / 4889 / 4005 / 547
5_1_grt: 0.4386 / 4683 / 4131 / 555
4_1_cts: 0.4149 / 4876 / 4131 / 555
3_3_place_gp: 0.2947 / 4891 / 4005 / 547
worst min-delay path: stages:
cell,delay (ps)
clkdlybuf4s50_1,390
inv_1,50
buf_4,360
final timing paths:
path	from	endpoint	slack [ps]	depth (start not counted)
worst max-delay path	addsub_select	XOUT[6]	4890	6
worst min-delay path	reset	y_reg[4]	2480	3
max in group asynchronous	reset	x_reg[1]	9130	3
min in group clk0	YIN[12]	y_reg[12]	2530	1
cells by family after synthesis:
family          Yosys count  share of synthesized area
mux                       3                   0.009923
flops                    32                     0.2443
compound gates          115                     0.2424
xor+xnor                 30                    0.08015
fa+ha+maj                51                     0.1992
simple gates             94                     0.1393
buf+inv                  68                    0.08473
routing by layer:
| metal | vias to the layer above | GRT usage |
|---|---|---|
| met5 | - | 0 |
| met4 | 0 | 0.01953 |
| met3 | 4 | 0.02840 |
| met2 | 82 | 0.2883 |
| met1 | 1294 | 0.2967 |
| li1 | 1457 | - |
power by group:
group	internal, mW	switching, mW	total [mW]
clock network	0.0739	0.0423	0.116
logic	0.0962	0.0772	0.173
registers	0.114	0.00488	0.119
total	0.284	0.124	0.409
area by class of cell:
type                    count  area share
multi-input cells         293      0.5324
clock buffers               7     0.02332
inverters                  51     0.04634
clock inverters             1    0.007268
repair buffers             69      0.1660
flip-flops and latches     32      0.1938
well taps                 102     0.03089
Power and IR drop assume default switching activity.
